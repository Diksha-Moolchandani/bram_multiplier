--- ./run.sh ---
#!/bin/bash
# OpenROAD 26Q1-2900-gdf79404cd8, Yosys 0.63+post, stock flow scripts
make -C /OpenROAD-flow-scripts/flow DESIGN_CONFIG=/design/flow/config.mk WORK_HOME=/design/flow/orfs finish
--- ./config.mk ---
export PLATFORM = sky130hd
export DESIGN_NAME = controller_bram
export DESIGN_NICKNAME = controller_bram
export VERILOG_FILES = /design/flow/design.v
export SDC_FILE = /design/flow/constraint.sdc
export NUM_CORES = 4
export LEC_CHECK = 1
export CORE_UTILIZATION = 30
--- ./constraint.sdc ---
current_design controller_bram

set clk_period 3.6
set clk_io_pct 0.2

create_clock -name clk0 -period $clk_period [get_ports {clk}]

set non_clock_inputs [all_inputs -no_clocks]
set_input_delay [expr $clk_period * $clk_io_pct] -clock clk0 $non_clock_inputs
set_output_delay [expr $clk_period * $clk_io_pct] -clock clk0 [all_outputs]
--- ./design.v ---
module controller_bram #(
	parameter DATA_WIDTH = 4,
	parameter MUL_WIDTH 	= 25,
	parameter BRAM_WIDTH = 18,
	parameter BRAM_ADDR 	= 12							
)(
	input  [DATA_WIDTH-1:0] dataA,
	input  [DATA_WIDTH-1:0] dataB,
	input clk,
	input  start,
	output reg [2*DATA_WIDTH-1:0] dataC,
	output reg wrA,
	output reg [BRAM_WIDTH-1:0] dinA,
	output reg [BRAM_ADDR-1:0]  addrA,
	input  [BRAM_WIDTH-1:0] doutA,
	output reg wrB,
	output reg [BRAM_WIDTH-1:0] dinB,
	output reg [BRAM_ADDR-1:0]  addrB,
	input  [BRAM_WIDTH-1:0] doutB,
	output reg [MUL_WIDTH-1:0]            A,
	output reg [BRAM_WIDTH-1:0]           B,
	input  [MUL_WIDTH+BRAM_WIDTH-1:0] C
);
reg [1:0] state;
reg [BRAM_ADDR-1:0]addrA_reg;
parameter 
	IDLE  		= 2'b00,
	BRAM_WRITE 	= 2'b01,
	DSP_WRITE 	= 2'b10;
initial begin
	wrA <= 1'b0;
	wrB <= 1'b0;
	dinA <= 0;
	dinB <= 0;
	addrA <= 0;
	addrB <= 0;
	state <= IDLE;
	addrA_reg <=0;
	A <=0;
	B<=0;
	dataC <= 0;
end
always@(posedge clk) begin
	case(state)
		IDLE: begin
			wrA  <= 1'b0;
			wrB  <= 1'b0;
			dinA <= 0;
			dinB <= 0;
			addrA<= 0;
			addrB<= 12'b000000111111;
			if(start) begin
				wrA <= 1'b1;
				wrB <= 1'b1;
				state <= BRAM_WRITE;
				end
		end
		BRAM_WRITE: begin
			dinA 			<= {{5{1'b0}},dataB,{5{1'b0}},dataA};
			addrA			<= addrA + 1;
			if(addrA == 12'b000000111111)
				addrA <= 12'b0;
			dinB			<= {{6{1'b0}},dataC};
			addrB			<= addrB + 1;
			state <= DSP_WRITE;
		end
		DSP_WRITE: begin
			A <= {{21{1'b0}},doutA[3:0]};
			B <= {{21{1'b0}},doutA[12:9]};
			dataC <= C;
			state <= BRAM_WRITE;
		end
	endcase
end
endmodule
==> results.cfg <==
; flow metrics
[layout]
final-instance-count-excl-fill = 456
fin_area_um2 = 3870
synthToLayoutAreaGrowth_pct = 33.5
drive_above_1_share = 0.0703
fillers = 929

[worst_setup_path]
ff2ff_path_depth = 5
path_class = reg2reg
regToRegEndpoint = addrB[10]$_SDFFCE_PN0P_
critPathLaunchType = register
cp-end-kind = register
arrival_ps = 2150
crit_fanout = 28
r2r_setup_slack_ps = 1460
required_ps = 3610
r2r_start = state[1]$_DFFE_PP_

[flow_run]
max_cap_viol_count = 0
tool_warnings = 90

[grt]
grt-busiest-layer = met2
grt_pass1_vias = 1639
grt_start_max_net_pins = 29
grt_use_met2 = 0.162
track_usage = 0.104
antenna_found_initial = 0
use_met1 = 0.159
grt_pass1_wl_um = 8080
grt_use_met3 = 0.0212
grt-ovfl-total = 0

[place]
dp_slack_ps = 1420
dp_hpwl_um = 3590
place_inst = 440
gp_congestion = 0.747
placed_area_um2 = 3670
port_buffers = 83

[yosys]
top_cells_by_count = edfxtp_1 (59), buf_4 (56), and2_1 (16), a21oi_1 (12)
synth_area_per_cell_um2 = 12.6
ys_types = 27
synth_warnings = 1
synth_top_cell_by_count = edfxtp_1
ys_seq_share = 0.612
flop_cell = edfxtp_1
netlist.area_leader.share = 0.612
syn_inst = 230
enable_flop_cells = 59
syn-cell-area_um2 = 2900
ys_area_um2 = 2900
top_cells_by_area = edfxtp_1 (61%), buf_4 (15%), and2_1 (3.5%)
yosys.area.top_type = edfxtp_1
async_flop_share = 0
ys_cells = 230
synth_flops = 59

[power_and_ir_drop]
vdd_drop_max_uv = 141
powerDensity_nw_per_um2 = 359
p_leak_nw = 1.40

[clocking]
cts.sinks = 59
clkTransAtPathRegs_ps = 70
cts_buffer_depth = 2
clk_latency_ps = 330
cts_setup_buffers = 0
cts_made_buffers = 9
ctsRootBufferMaster = clkbuf_8
cts_hold_buf = 0
cts_max_level = 3
cts_tree = yes
cts_resized = 0

[sta]
slew_headroom = 0.526
fmax_mhz = 467
setup_violations = 0
layout_setup_ws_ps = 1460
finalCriticalPeriod_ps = 2140
finalCritPeriodShare = 0.595
tightestPinTransition_ps = 711
rsz0062_at_grt = false
hold_violations = 0
drv_slew = 0
setup-tns-final_ps = 0
finClkSkew_ps = 8.31

[floorplanning]
io_pins = 202
rows = 35
die_x_um = 100
core_um2 = 9280
die_height_um = 100
initCoreUtil = 0.312
die_area_um2 = 10100

[hold_path]
holdCritStartpoint = dataC[4]$_DFFE_PN_
holdPathStages = 1
hold_end = dinB[4]$_SDFFCE_PN0P_
min_path_type = reg2reg

[detailed_routing]
drtIter0Drc = 19
wl_um = 5270
drc_errors = 0
ant_nets = 0
firstDrtPassIters = 4
num_vias = 1853
routedWlPerCell_um = 11.6
vias_per_cell = 4.06
antenna_cells = 0

[run_status]
outcome = complete, no violations
## cells in the final DEF, fill, tap and decap left out, types with 2 or more instances in the layout
master / n
o31ai_1: 6
buf_4: 3
inv_1: 9
clkinv_4: 2
conb_1: 55
nor2_1: 5
xnor2_1: 3
or2_2: 2
clkinv_2: 2
or4_1: 7
nand2_1: 9
nand2b_1: 2
nand4_1: 5
ha_1: 5
clkbuf_8: 9
edfxtp_1: 59
o21ai_0: 8
xor2_1: 2
clkdlybuf4s50_1: 83
or3_1: 6
and2_1: 16
nand3_1: 8
a21oi_1: 12
## area by class of cell
| cell class | count | area, um2 | area share |
|---|---|---|---|
| Tap cell | 129 | 161 | 0.0417 |
| Multi-Input combinational cell | 157 | 855 | 0.221 |
| Timing Repair Buffer | 86 | 853 | 0.221 |
| Inverter | 9 | 33.8 | 0.00874 |
| Clock inverter | 7 | 68.8 | 0.0178 |
| Sequential cell | 59 | 1770 | 0.458 |
| Clock buffer | 9 | 124 | 0.0320 |
## through the flow
stage                     hold slack (ps)  total power [mW]   util
after global placement                538             0.818  0.396
final                                 557              1.39  0.417
after global routing                  596              1.45  0.417
after floorplan                       503             0.813      -
after CTS                             559              1.41  0.417
after detailed placement              540             0.818  0.396
## critical path, stage by stage, from the launching register on
cell and delay [ps]:
edfxtp_1 400, inv_1 90, ha_1 140, buf_4 260, or2_2 550, buf_4 370
## report_power, final
| group | leakage [nW] | internal, mW | switching [mW] |
|---|---|---|---|
| logic | 0.684 | 0.0377 | 0.00562 |
| registers | 0.617 | 0.756 | 0.00210 |
| clock network | 0.0966 | 0.317 | 0.269 |
| total | 1.40 | 1.11 | 0.276 |
## metal layers
| metal | vias to the layer above | wire length [um] |
|---|---|---|
| li1 | 903 | - |
| met1 | 867 | 2320 |
| met2 | 72 | 2570 |
| met3 | 11 | 266 |
| met4 | 0 | 112 |
| met5 | - | 0 |
## cells by family after synthesis
group | count (synthesis) | synth area share
AND/OR/NAND/NOR | 62 | 0.122
flip-flops | 59 | 0.612
multiplexers | 2 | 0.00734
buffers and inverters | 68 | 0.163
adder cells (fa/ha/maj) | 5 | 0.0216
XOR/XNOR | 5 | 0.0151
AND-OR/OR-AND | 28 | 0.0579
other | 1 | 0.00129
## how the worst max path moves through the flow
stage,start,endpoint,slack (ps),depth (start not counted)
finish,state[1]$_DFFE_PP_,addrB[10]$_SDFFCE_PN0P_,1460,5
CTS,state[1]$_DFFE_PP_,addrB[10]$_SDFFCE_PN0P_,1400,5
global route,state[1]$_DFFE_PP_,addrB[10]$_SDFFCE_PN0P_,1260,5
No activity file was given, so power comes from the tool's default toggle rates.
